==> design/flow/design.v <==
module accualu(clock, reset, op, din, ena, accu);
  wire [31:0] _00_;
  wire _01_;
  wire _02_;
  wire _03_;
  wire _04_;
  wire [31:0] _05_;
  wire [31:0] _06_;
  wire _07_;
  wire [31:0] _08_;
  wire _09_;
  wire [31:0] _10_;
  wire _11_;
  wire [31:0] _12_;
  wire _13_;
  wire [31:0] _14_;
  output [31:0] accu;
  reg [31:0] accureg;
  input clock;
  input [31:0] din;
  input ena;
  input [2:0] op;
  wire [31:0] res;
  input reset;
  assign _11_ = op == 3'h3;
  assign _12_ = accureg | din;
  assign _13_ = op == 3'h4;
  assign _14_ = accureg ^ din;
  assign _01_ = op == 3'h5;
  assign _02_ = op == 3'h6;
  assign _03_ = op == 3'h7;
  assign _04_ = op == 3'h0;
  function [31:0] \28 ;
    input [31:0] a;
    input [255:0] b;
    input [7:0] s;
    (* parallel_case *)
    casez (s)
      8'b???????1:
        \28  = b[31:0];
      8'b??????1?:
        \28  = b[63:32];
      8'b?????1??:
        \28  = b[95:64];
      8'b????1???:
        \28  = b[127:96];
      8'b???1????:
        \28  = b[159:128];
      8'b??1?????:
        \28  = b[191:160];
      8'b?1??????:
        \28  = b[223:192];
      8'b1???????:
        \28  = b[255:224];
      default:
        \28  = a;
    endcase
  endfunction
  assign res = \28 (accureg, { accureg, 1'h0, accureg[31:1], din, _14_, _12_, _10_, _08_, _00_ }, { _04_, _03_, _02_, _01_, _13_, _11_, _09_, _07_ });
  assign _00_ = accureg + din;
  assign _05_ = ena ? res : accureg;
  assign _06_ = reset ? 32'd0 : _05_;
  always @(posedge clock)
      accureg <= _06_;
  assign _07_ = op == 3'h1;
  assign _08_ = accureg - din;
  assign _09_ = op == 3'h2;
  assign _10_ = accureg & din;
  assign accu = accureg;
endmodule
==> design/flow/run.sh <==
#!/bin/bash
# OpenROAD 26Q1-2900-gdf79404cd8, Yosys 0.63+post, stock flow scripts
make -C /OpenROAD-flow-scripts/flow DESIGN_CONFIG=/design/flow/config.mk WORK_HOME=/design/flow/orfs finish
==> design/flow/config.mk <==
export PLATFORM = sky130hd
export DESIGN_NAME = accualu
export DESIGN_NICKNAME = accualu
export VERILOG_FILES = /design/flow/design.v
export SDC_FILE = /design/flow/constraint.sdc
export NUM_CORES = 4
export LEC_CHECK = 1
export CORE_UTILIZATION = 40
==> design/flow/constraint.sdc <==
current_design accualu

set clk_period 9.4
set clk_io_pct 0.2

create_clock -name clk0 -period $clk_period [get_ports {clock}]

set non_clock_inputs [all_inputs -no_clocks]
set_input_delay [expr $clk_period * $clk_io_pct] -clock clk0 $non_clock_inputs
set_output_delay [expr $clk_period * $clk_io_pct] -clock clk0 [all_outputs]
==> ci_impl_report.md <==
## Implementation flow summary

| Metric | Value |
|---|---|
| Starting DRC count in detailed routing | 520 |
| Largest register FFs | 32 |
| Final WL | 19.1 mm |
| Post-Route Utilization | 47.6% |
| Max VDD drop | 0.0000609 V |
| Crit path kind | input pin to flop |
| Crit path DAT | 6350 ps |
| Clk sink count | 32 |
| Cell Area, Synth | 0.00592 sq mm |
| Top reg by flops | accureg |
| I/O Buffers | 69 |
| 1st-pass router iterations | 5 |
| Antenna diodes | 0 |
| Placed cell area | 0.00675 sq mm |
| Fmax | 162 MHz |
| Synth Flop Type | dfxtp_1 |
| Reg-to-Reg Start | accureg[0] |
| TritonCTS buffer count | 5 |
| Fin crit share | 65.5% |
| Cell mode on critical path | a31oi_1 |
| Slowest cell on the critical path | buf_4 |
| Final WS setup | 3240 ps |
| Pwr Total | 769 uW |
| Yosys cell count | 788 |
| Ports | 70 |
| Pre-CTS setup slack | 3020 ps |
| Clock tree buffer depth | 2 |
| Total core area | 0.0145 sq mm |
| Sequential area share after synthesis | 10.8% |
| Share of cells above drive strength 1 | 6.83% |
| Log Warnings | 58 |
| Final slew viol count | 0 |
| Clk_skew | 7.63 ps |
| Reg2reg setup slack | 6010 ps |
| Asr flop ratio synth | 0% |
| Hold Buf Count CTS | 0 |
| Final hold vios | 0 |
| Reg2reg path depth | 12 |
| CTS clk-pin slew, worst paths | 60 ps |
| Init Core Util | 40.9% |
| Final setup vio count | 0 |
| Maximum Capacitance Violations | 0 |
| Yosys Warn Count | 1 |
| DP HPWL | 13.5 mm |
| Unrepaired setup endpoints after global routing | false |
| Vias | 6030 |
| Worst min-delay path class | flop to flop |
| Chip Area, Yosys | 0.00592 sq mm |
| Pin count of the biggest net entering global routing | 72 |
| Regs by FF count | accureg (32) |
| Post-synth EDFFs | 0 |
| Postcts setup bufs | 0 |
| Synth unique cells | 79 |
| Initial antenna violation count | 0 |
| Mean area per synthesized cell | 7.51 sq um |
| Area Growth Syn to Fin | 16.5% |
| Crit-path cells | buf_2 -> buf_4 -> inv_1 -> and2_1 -> a31oi_1 -> xnor2_1 -> ha_1 -> and3_1 -> a221oi_2 -> o221ai_2 -> a31oi_1 -> o21ai_0 -> o221ai_1 -> xor2_1 -> o41ai_1 |
| Startpoint Class | input pin |
| Clk latency late pin | 300 ps |
| Critical Path Sink Type | flop |
| Critical path capture point | accureg[28] |
| Worst-Margin Slew | 900 ps |
| Global placement routability congestion | 0.993 |
| Reg2reg end | accureg[28] |
| Design area | 0.00690 sq mm |
| Synth Instances | 788 |
| Die Span Y | 124 microns |
| CTS tree | done |
| Total GRT Usage | 26.5% |
| Per-cell routed wire length | 18.7 microns |
| Post-cts sizing count | 0 |
| First-pass GRT wire length | 30.5 mm |
| Row cnt | 44 |
| ANT nets after route | 0 |
| Die width | 124 microns |
| Critical path origin | op[0] |
| DR vias/cell | 5.92 |
| CP max stage delay | 520 ps |
| H-tree Lvls | 2 |
| Die area | 0.0153 sq mm |
| Lkg Pwr | 3.00 nW |
| Vias in the first global route | 5662 |
| DR DRC count | 0 |
| CP max FO | 50 |
| Root Driver | clkbuf_16 |
| Power Density | 111 mW/mm^2 |
| TNS Setup | 0 ps |
| Max_slew headroom | 39.8% |
| Run status | finished clean |
| Worst Path Required | 9590 ps |
| Fillers | 1393 |
| Total gr overflow | 0 |
| Final min period | 6160 ps |
| Synthesized registers | 32 |
power breakdown:
part / internal (mW) / leakage (nW) / switching, mW
clock network: 0.106 / 0.0712 / 0.0746
registers: 0.150 / 0.265 / 0.0240
logic: 0.187 / 2.66 / 0.227
total: 0.443 / 3.00 / 0.325
layer usage:
metal	up-vias	track usage [%]	routed length (microns)
li1	2961	-	-
met1	2836	39.3	9090
met2	216	41.6	8340
met3	17	4.81	1390
met4	0	3.31	267
met5	-	0	0
worst min path at each step:
stage | from | cells after the start | end | slack (ps)
after CTS | accureg[11] | 2 | accureg[11] | 530
final | accureg[12] | 2 | accureg[12] | 530
after global routing | accureg[12] | 2 | accureg[12] | 560
area by class of cell:
type | instances | area [sq um] | share of cell area (%)
Multi-Input combinational cell | 635 | 4820 | 69.9
Tap cell | 184 | 230 | 3.34
Clock buffer | 8 | 146 | 2.12
Sequential cell | 32 | 641 | 9.29
Timing Repair Buffer | 80 | 758 | 11.0
Inverter | 80 | 300 | 4.35
critical path: cells and delay by family:
kind            cells  cell delay, ps
xor+xnor            2             260
simple gates        2             640
compound gates      7            2120
buf+inv             3            1080
fa+ha+maj           1             330
cells in the mapped netlist, types with 12 or more instances:
| cell | n | area [sq um] |
|---|---|---|
| inv_1 | 79 | 297 |
| dfxtp_1 | 32 | 641 |
| a21o_1 | 17 | 128 |
| a211oi_1 | 20 | 150 |
| o21ai_0 | 41 | 205 |
| xnor2_1 | 47 | 412 |
| clkbuf_1 | 29 | 109 |
| mux2i_1 | 12 | 120 |
| ha_1 | 96 | 1200 |
| a31oi_1 | 13 | 81.3 |
| a21oi_1 | 76 | 380 |
| nor2_1 | 48 | 180 |
| nand2_1 | 76 | 285 |
cells in the final DEF (no fill, tap or decap), drive strengths merged, types with 17 or more instances in the layout:
cell type      Yosys  layout
xnor2             48      48
a21o              17      17
a211oi            21      21
nor2              48      48
a21oi             77      77
ha                96      96
o21ai             45      45
clkdlybuf4s50      0      66
inv               79      79
nand2             76      76
dfxtp             32      32
logic make-up after synthesis:
logic type | after synthesis | synth area share [%]
adders and majority gates | 97 | 20.6
and+or+nand+nor | 187 | 15.3
AOI/OAI and AO/OA | 269 | 30.7
DFF | 32 | 10.8
buffers and inverters | 121 | 7.78
xor gates and xnor gates | 54 | 8.12
muxes | 28 | 6.60
stage by stage:
step / cells / hold WS [ps]
5_1_grt: 1019 / 561
3_3_place_gp: 1011 / 519
6_report: 1019 / 526
4_1_cts: 1019 / 530
3_5_place_dp: 1011 / 517
2_1_floorplan: 788 / 466
Power is estimated from default activity; no workload was simulated.
